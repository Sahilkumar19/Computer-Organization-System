===== design/flow/design.v =====
module DFF(D, clk, clr, Q);
input D,clk,clr;
output reg Q;
always @(posedge clk, posedge clr)begin
    if (clr)
    Q <= 1'b0;
    else
    Q <= D;
end
endmodule
module universal_SR(clr,clk,left_in,right_in,sel,par_in,out);
input clr, clk, left_in, right_in;
input [1:0] sel;
input [3:0] par_in;
output reg [3:0]out;
wire [3:0] dff_out;
DFF dff0 (.D(right_in), .clk(clk), .clr(clr), .Q(dff_out[0]));
DFF dff1 (.D(left_in), .clk(clk), .clr(clr), .Q(dff_out[1]));
DFF dff2 (.D(par_in[0]), .clk(clk), .clr(clr), .Q(dff_out[2]));
DFF dff3 (.D(par_in[1]), .clk(clk), .clr(clr), .Q(dff_out[3]));
always @(posedge clk) begin
    if(clr)
    out = 4'b0000;
    else
    begin
    case (sel)
        2'b00: out = out;  
        2'b01: out = {right_in, out[3:1]};  
        2'b10: out = {out[2:0], left_in};  
        2'b11: out = par_in;  
    endcase
    end
end
endmodule

===== design/flow/run.sh =====
#!/bin/bash
# OpenROAD 26Q1-2900-gdf79404cd8, Yosys 0.63+post, stock flow scripts
make -C /OpenROAD-flow-scripts/flow DESIGN_CONFIG=/design/flow/config.mk WORK_HOME=/design/flow/orfs finish

===== design/flow/config.mk =====
export PLATFORM = sky130hd
export DESIGN_NAME = universal_SR
export DESIGN_NICKNAME = universal_SR
export VERILOG_FILES = /design/flow/design.v
export SDC_FILE = /design/flow/constraint.sdc
export NUM_CORES = 4
export LEC_CHECK = 1
export CORE_AREA = 10 10 70 70
export DIE_AREA = 0 0 80 80

===== design/flow/constraint.sdc =====
current_design universal_SR

set clk_period 1.6
set clk_io_pct 0.2

create_clock -name clk0 -period $clk_period [get_ports {clk}]

set non_clock_inputs [all_inputs -no_clocks]
set_input_delay [expr $clk_period * $clk_io_pct] -clock clk0 $non_clock_inputs
set_output_delay [expr $clk_period * $clk_io_pct] -clock clk0 [all_outputs]

==> results.txt <==
Results of the full flow below.

Run status:
- The flow ran to the end, and the final reports show no timing, DRC or antenna violations.

Timing:
- The run gives the final count of negative-setup-slack endpoints as 0.
- In the finished design, the share of the clock period the worst path needs comes to 93.1%.
- The run puts the transition time at the pin with the least slew margin at 0.231 ns.
- The run gives the count of pins over their slew limit as 0.
- The final timing report lists clock skew as 0.00392 ns.
- Setup repair after global routing left no endpoint under its margin.
- The run puts the relative slew slack at 84.5%.
- The run gives the minimum clock period as 1.49 ns.
- The run puts the number of hold violations in the final report at 0.
- Derived from the worst setup path, the maximum achievable clock frequency is 672 MHz.
- The run gives the final setup TNS as 0 ns.

GRT:
- The run puts the initial antenna violation count at 0.
- The via count of the first global-routing pass is 204.
- The run gives the overall track demand over capacity in global routing as 2.11%.
- The run puts the largest net degree at the start of global routing at 5.
- The run puts the global-route wire length before repair at 1070 um.
- The run gives the total grt overflow as 0.

Synth:
- Yosys stat counts 12 cells in the synthesized netlist.
- The run puts the post-synthesis instance area at 199 um2.
- The synthesized netlist contains 4 unique library cells.
- The run puts the fraction of the yosys area taken by sequential cells at 40.3%.
- The run puts the area of the synthesized netlist per yosys stat at 199 um2.
- The run gives the register bit total from synthesis as 4.
- During synthesis, Yosys emitted a total of 2 warnings.
- The run puts the mean area per synthesized cell at 16.6 um2.
- Per the post-synthesis report, the number of cells in the design is 12.

Run:
- The run puts the total of max-cap violations at 0.
- The run gives the number of warning messages in the logs as 25.

CTS:
- At the later pin of the worst-skew pair, clock insertion delay measures 0.23 ns.
- TritonCTS built the clock tree.
- Per the CTS log, the root buffer master is clkbuf_4.
- The run gives the number of hold buffers added after cts as 0.
- The run puts the number of clock buffers inserted by TritonCTS at 3.
- The run gives the count of instances resized after the clock tree is built as 0.
- The clock drives 4 sinks.
- Per the CTS log, the buffer count on the longest clock path is 2.
- The run puts the count of H-tree levels built during CTS at 1.
- The run puts the clock slew at the register clock pins of the worst setup and hold paths at 0.04 ns.
- The run puts the post-CTS repair timing setup buffer count at 0.

Drt:
- The run puts the per-cell via count in the routed design at 2.40.
- The run gives the count of TritonRoute iterations in the first routing pass as 1.
- The run gives the routed wire length as 659 um.
- The run gives the post-route DRC violation count as 0.
- 0 antenna diodes ended up in the layout.
- The run gives the number of routed nets with antenna violations as 0.
- For this block, the initial DRC count from the detailed router was 0.
- The run puts the routed length per instance at 8.79 um.
- The run gives the routed via count as 180.

Die:
- The run puts the die area at 0.00640 mm2.
- Per the OpenROAD floorplan log, the height of the die is 80 um.
- The run gives the floorplan utilization as 5.82%.
- The run gives the width of the die as 80 um.
- The run gives the core box area as 0.00342 mm2.
- The run puts the count of standard-cell rows at 21.
- The run gives the I/O pin count as 14.

Worst setup path:
- The run puts the largest fanout on the critical path at 4.
- The run puts the reg2reg setup slack at 0.55 ns.
- The launch point of the worst register-to-register path is recorded as out[1].
- OpenSTA lists the critical path startpoint as sel[0].
- The run puts the number of cells on the worst reg-to-reg path at 2.
- The OpenROAD report gives the critical path a data arrival time of 1.61 ns.
- The worst setup path is of the input port to flop kind.
- The worst setup path is launched from an input port.
- The run gives the endpoint required time on the critical path as 1.72 ns.
- STA classifies the critical path endpoint as a flop.

Hold path:
- The run gives the number of instances on the worst hold path as 2.
- The run gives the type of the most critical hold path as flop to flop.
- The run gives the startpoint of the most critical hold path as out[0].

Placed design:
- The run puts the count of placed standard cells including taps at 72.
- RePlAce ended its routability-driven mode at a weighted congestion of 0.711.
- The run gives the quantity of I/O buffers inserted on ports as 13.
- The run puts the HPWL after detailed placement at 585 um.

Final layout:
- In the layout the commonest cells are clkdlybuf4s50_1, nor2b_1, dfxtp_1.
- The run puts the final cell count without fillers at 75.
- The run gives the layout overhead on the synthesized area as 109%.
- The run gives the most numerous logic cell after layout as clkdlybuf4s50_1.
- The run puts the fraction of final layout cells sized beyond drive strength 1 at 24.1%.
- The run puts the flip-flop count of the largest register, all copies and words added at 4.

Power and ir drop:
- The run puts the maximum vdd ir drop at 0.113 mV.
- The run gives the ratio of total power to cell area as 708 mW/mm2.
- The run puts the cell leakage power at 0.142 nW.
## metal layers
metal / vias up / share of wire (%) / global-route usage, %
li1: 83 / - / -
met1: 86 / 37 / 2.28
met2: 9 / 51 / 3.29
met3: 2 / 8.2 / 1.25
met4: 0 / 3.8 / 0.880
met5: - / 0 / 0
## metrics by stage
stage                     power [mW]  worst slack [ns]  util [%]  instance area [um2]  hold slack, ns
after floorplan                0.132             0.536         -                  199           0.392
after global placement         0.177            -0.151      11.5                  394           0.684
after detailed placement       0.177            -0.143      11.5                  394           0.700
after CTS                      0.303             0.110      12.2                  417           0.711
after global routing           0.317            0.0765      12.2                  417           0.713
final                          0.295             0.111      12.2                  417           0.708
## cell families (layout without fill, tap and decap cells)
family | Yosys count | after routing | share of synthesized area (%)
buffers and inverters | 0 | 17 | 0
DFF | 4 | 4 | 40.3
muxes | 4 | 4 | 47.2
and+or+nand+nor | 4 | 4 | 12.6
## cell usage after synthesis
master	count	area, um2
mux4_1	1	26.3
dfxtp_1	4	80.1
nor2b_1	4	25.0
mux4_2	3	67.6
## layout make-up
| type | count | area [um2] |
|---|---|---|
| fill | 394 | 3000 |
| timing repair buffer | 14 | 138 |
| multi-input combinational | 8 | 119 |
| sequential | 4 | 80.1 |
| tap | 46 | 57.6 |
| clock buffer | 3 | 22.5 |
## worst paths after layout
kind         endpoint
max            out[0]
max reg2reg    out[0]
min            out[0]
min reg2reg    out[0]
## power by group
| part | leakage (nW) | total, mW | internal (mW) | switching, mW |
|---|---|---|---|---|
| registers | 0.0329 | 0.113 | 0.107 | 0.00573 |
| logic | 0.0949 | 0.0610 | 0.0496 | 0.0115 |
| clock network | 0.0138 | 0.121 | 0.0837 | 0.0377 |
## critical path, cell delays in order
cell and delay (ns):
clkdlybuf4s50_1 0.59, mux4_1 0.56, nor2b_1 0.14
Power is estimated from default activity; no workload was simulated.
