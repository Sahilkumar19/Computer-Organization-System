### flow/config.mk
export PLATFORM = sky130hd
export DESIGN_NAME = Encoder_8_to_3
export DESIGN_NICKNAME = Encoder_8_to_3
export VERILOG_FILES = /design/flow/design.v
export SDC_FILE = /design/flow/constraint.sdc
export NUM_CORES = 4
export LEC_CHECK = 1
export CORE_AREA = 10 10 70 70
export DIE_AREA = 0 0 80 80
### flow/constraint.sdc
current_design Encoder_8_to_3

set clk_period 1.6
set clk_io_pct 0.2

create_clock -name clk0 -period $clk_period

set non_clock_inputs [all_inputs -no_clocks]
set_input_delay [expr $clk_period * $clk_io_pct] -clock clk0 $non_clock_inputs
set_output_delay [expr $clk_period * $clk_io_pct] -clock clk0 [all_outputs]
### flow/design.v
module Encoder_8_to_3(input [7:0] A, output reg [2:0] O);
always @*
begin
    case(A)
        8'b00000001: O = 3'b000;
        8'b00000010: O = 3'b001;
        8'b00000100: O = 3'b010;
        8'b00001000: O = 3'b011;
        8'b00010000: O = 3'b100;
        8'b00100000: O = 3'b101;
        8'b01000000: O = 3'b110;
        8'b10000000: O = 3'b111;
        default: O = 3'b111;  
    endcase
end
endmodule
### flow/run.sh
#!/bin/bash
# OpenROAD 26Q1-2900-gdf79404cd8, Yosys 0.63+post, stock flow scripts
make -C /OpenROAD-flow-scripts/flow DESIGN_CONFIG=/design/flow/config.mk WORK_HOME=/design/flow/orfs finish
==> flow_summary.yaml <==
# flow metrics
sta:
  timing_hold_violations_final: 0
  timing.final.crit_period_ns: 2.03
  slew-limit-headroom_pct: 79.6
  finalCritPeriodShare_pct: 127
  fin_hold_ws_ns: 1.10
  rsz0062_at_grt: "yes"
  totalNegativeSetupSlack_ns: -0.714
  finalSetupViolations: 2
  timing_max_transition_violations_final: 0
  measured_slew_at_the_worst_slew_check_pin_ns: 0.303
  fmax_mhz: 494
  post-route-worst-setup-slack_ns: -0.425
power_and_ir_drop:
  power.ir.vdd_worst_mv: 0.0809
  total_leakage_power_nw: 0.155
  power-per-cell-area_mw_per_mm2: 186
die:
  number_of_rows_created_at_floorplan: 21
  floorplan.die.width_um: 80
  die_area_mm2: 0.00640
  top_level_ports: 11
  initCoreUtil_pct: 5.64
  die_h_um: 80
  core_region_area_mm2: 0.00342
setup_path:
  setup.worst_path.start_class: "input pin"
  critPathTopFamily: "simple AND/OR/NAND/NOR gates"
  path_cells: "buf_6 -> or4_4 -> or4b_1 -> a21o_1 -> buf_2"
  critical_path_buf_inv_count: 2
  signal_arrival_time_at_the_worst_endpoint_ns: 1.71
  cpMaxStageDelayCell: "sky130_fd_sc_hd__or4_4"
  worstPathMaxFanout: 2
  worst_ep_required_time_ns: 1.28
  crit_path_max_incr_delay_ns: 0.53
  crit_path_end_kind: "primary output"
  critPathKind: "input pin to primary output"
logic_synthesis:
  yosys.area.top_type_share_pct: 15.6
  yosys-stat-area_um2: 193
  mapped_cell_area_um2: 193
  synth_sequential_area_ratio_pct: 0
  top_area_cell: "sky130_fd_sc_hd__o21ai_0"
  gate_count_after_technology_mapping: 28
  synth.top_cells.by_area: "sky130_fd_sc_hd__o21ai_0 (16%), sky130_fd_sc_hd__xor2_1 (14%), sky130_fd_sc_hd__nor4_1 (13%)"
  avgSynthCellArea_um2: 6.88
  ys_cells: 28
  synth_warnings: 1
  synth_cell_type_count: 17
global_routing:
  antenna_found_initial: 0
  global_route.overflow_total: 0
  maximum_number_of_pins_on_one_net_before_global_route_repair: 9
  gr-usage-all-layers_pct: 1.96
  first_global_vias: 233
  grt_first_pass_wirelength_mm: 1.07
final_layout:
  flop_area_um2: 0
  fillers: 408
  drive_gt1_share_pct: 46.7
  finish.cell_count_without_fillers: 91
  final_cell_area_um2: 432
  num-clock-buffers: 0
  logic_area_um2: 209
  ff_count: 0
  utilization_pct: 12.6
  area_delta_synth_final_pct: 124
routing:
  postRouteWirelength_um: 757
  diodes: 0
  routed-via-count: 291
  drcViolationCount: 0
  detailedRoute.firstIterationViolations: 3
  routedWlPerCell_um: 8.32
  drt-pass1-iter-count: 4
  detail_route.vias_per_cell: 3.20
  route.antenna.remaining_nets: 0
placed_design:
  post-dp-hpwl_um: 566
  portBuffers: 11
  placedInstanceArea_um2: 393
  globalplace.congestion: 0.646
  cell_count_after_placement: 89
hold_path:
  worst_hold_startpoint: "A[4]"
  min_delay_path_depth: 5
  hp-class: "input pin to primary output"
  worst_hold_path.endpoint: "O[1]"
cts:
  cts.hold.buffers_added: 0
run:
  warning_count: 35
  maxCapViolations: 0
outcome:
  outcome: "finished with violations"
  failing_checks: "negative setup slack"
## kinds of logic after synthesis
group	after synthesis	synth area share [%]
xor gates and xnor gates	4	18.2
AOI/OAI and AO/OA	11	39.0
buffers and inverters	4	12.3
and+or+nand+nor	9	30.5
## worst min-delay path: cells and delay by family
kind / cells / cell delay, ns
compound gates: 1 / 0.12
simple gates: 1 / 0.05
buf+inv: 3 / 0.30
## stage by stage
step	total power [mW]	worst slack (ns)
3_3_place_gp	0.0682	-1.04
3_5_place_dp	0.0699	-1.06
6_report	0.0801	-0.425
4_1_cts	0.0691	-0.463
2_1_floorplan	0.0303	-0.252
5_1_grt	0.0860	-0.444
## where the power goes
group	total, mW	internal, mW	switching, mW	leakage, nW
clock	0	0	0	0
sequential	0	0	0	0
combinational	0.0801	0.0411	0.0390	0.155
## how the worst max path moves through the flow
stage	from	to	slack, ns	cells after the start
global route	A[1]	O[0]	-0.44	5
finish	A[1]	O[0]	-0.43	5
CTS	A[4]	O[0]	-0.46	5
## synthesized netlist by cell type
library cell	n
sky130_fd_sc_hd__o2111ai_1	1
sky130_fd_sc_hd__buf_2	1
sky130_fd_sc_hd__nor3_1	1
sky130_fd_sc_hd__nor4_1	4
sky130_fd_sc_hd__o211a_1	1
sky130_fd_sc_hd__o2111a_1	1
sky130_fd_sc_hd__nor2_1	2
sky130_fd_sc_hd__o21ai_0	6
sky130_fd_sc_hd__or4b_1	1
sky130_fd_sc_hd__clkbuf_1	1
sky130_fd_sc_hd__xor2_1	3
sky130_fd_sc_hd__xnor2_1	1
sky130_fd_sc_hd__o211ai_1	1
sky130_fd_sc_hd__buf_6	1
sky130_fd_sc_hd__a21o_1	1
sky130_fd_sc_hd__or4_4	1
sky130_fd_sc_hd__inv_1	1
## layout make-up
type	count	share of cell area [%]
well taps	46	13.3
repair buffers	20	37.4
inverters	1	0.870
multi-input cells	24	48.4
## cell usage in the layout (no fill, tap or decap), types with 2 or more instances in the layout
cell type | netlist | final
sky130_fd_sc_hd__dlygate4sd2_1 | 0 | 4
sky130_fd_sc_hd__clkbuf_2 | 0 | 2
sky130_fd_sc_hd__o21ai_0 | 6 | 4
sky130_fd_sc_hd__xor2_1 | 3 | 3
sky130_fd_sc_hd__buf_2 | 1 | 3
sky130_fd_sc_hd__buf_4 | 0 | 6
sky130_fd_sc_hd__nor4_4 | 0 | 2
sky130_fd_sc_hd__buf_6 | 1 | 5
sky130_fd_sc_hd__nor2_1 | 2 | 2
## per-layer routing
metal | global-route usage (%) | vias up | share of wire, %
met5 | 0 | - | 0
met4 | 0 | 0 | 0
met3 | 0.455 | 0 | 6.5
met2 | 3.21 | 15 | 46
met1 | 2.70 | 130 | 47
li1 | - | 146 | -
## timing repair
action                                  in CTS  in global routing
endpoints found under the setup margin       3                  3
resized                                     30                 11
pin swaps                                    4                  7
setup buffers                                0                  2
gates cloned                                 0                  0
Power and IR drop assume default switching activity.
