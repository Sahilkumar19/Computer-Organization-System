### flow/design.v
module Comparator_3_bit(input [2:0] A,B, output reg L,E,G);
always @(A,B) 
begin
    if (A==B) begin
        L=0;
        E=1;
        G=0;
    end
    else if(A>B) begin
        L=0;
        E=0;
        G=1;
    end
    else begin
        L=1;
        E=0;
        G=0;
    end
end
endmodule
### flow/run.sh
#!/bin/bash
# OpenROAD 26Q1-2900-gdf79404cd8, Yosys 0.63+post, stock flow scripts
make -C /OpenROAD-flow-scripts/flow DESIGN_CONFIG=/design/flow/config.mk WORK_HOME=/design/flow/orfs finish
### flow/config.mk
export PLATFORM = sky130hd
export DESIGN_NAME = Comparator_3_bit
export DESIGN_NICKNAME = Comparator_3_bit
export VERILOG_FILES = /design/flow/design.v
export SDC_FILE = /design/flow/constraint.sdc
export NUM_CORES = 4
export LEC_CHECK = 1
export CORE_AREA = 10 10 70 70
export DIE_AREA = 0 0 80 80
### flow/constraint.sdc
current_design Comparator_3_bit

set clk_period 1.4
set clk_io_pct 0.2

create_clock -name clk0 -period $clk_period

set non_clock_inputs [all_inputs -no_clocks]
set_input_delay [expr $clk_period * $clk_io_pct] -clock clk0 $non_clock_inputs
set_output_delay [expr $clk_period * $clk_io_pct] -clock clk0 [all_outputs]
==> flow_metrics.rpt <==
FLOW METRICS REPORT
----------------------------------------------------
[Critical path]
  Buffers & Inverters on Critical Path ........................ 3
  CP Class ........................ primary input to output port
  Critical path endpoint category ........................ output port
  Number of cells on the critical path ........................ 7
  Setup crit start kind ........................ primary input
  Crit-path max FO ........................ 2
  Max stage delay on crit path ........................ 180 ps
  Series of cell instances along the critical path ........................ buf_6 -> inv_4 -> ha_4 -> nand2b_4 -> a21o_1 -> a21oi_2 -> buf_2
  CP delay by family, top ........................ AND-OR/OR-AND gates
  Start point of the critical path ........................ A[0]
  Required time of the critical path ........................ 1120 ps
  Capturing element of the worst setup path ........................ L
  Crit path max-delay cell type ........................ ha_4
  Worst Path Arrival ........................ 1100 ps

[Synth]
  Warning count from the yosys run ........................ 1
  Chip area line of the yosys report ........................ 96.3 sq um
  Mux cell area share after synthesis ........................ 0
  Compound-cell area share of the yosys netlist ........................ 0.273
  Sequential fraction of the synthesis area ........................ 0
  Number of standard cells reported by yosys ........................ 13
  Synthesized instance count ........................ 13
  Synth logic family ........................ adder cells
  Post-Synth Simple-Gate Area ........................ 0.221
  Netlist cell types ........................ 8
  Fa+ha+maj area frac ........................ 0.390
  XORs/XNORs by Area ........................ 0
  Area of the mapped netlist ........................ 96.3 sq um
  Avg Inst Size Synth ........................ 7.41 sq um

[Placed design]
  RePlAce Congestion ........................ 0.718
  Final HPWL DP ........................ 331 microns
  Post-Place Cell Area ........................ 251 sq um
  Port-buffer cells ........................ 9

[Finish]
  Number of sequential storage elements ........................ 0
  Area growth, synth to finish ........................ 196%
  Dominant logic cell types in the final layout ........................ 6 x buf_2, 3 x a21oi_2, 3 x ha_4, 3 x buf_6, 2 x inv_2
  Commonest non-fill, non-tap cell in the layout ........................ buf_2
  Fin area ........................ 285 sq um
  Total area of sequential cells ........................ 0 sq um
  Count of clock buffers in the final design ........................ 0
  Fraction of layout cells with a size suffix above 1 ........................ 0.870

[Power and ir drop]
  IR Drop Worst-Case VDD ........................ 0.0000340 V
  Net switching fraction of the power ........................ 0.366
  Power share of the clock group ........................ 0
  Total internal power ........................ 0.0535 mW
  Net switching power ........................ 0.0309 mW
  Combinational share of power ........................ 1.000
  Total power density per cell area ........................ 296 nW/um^2
  Lkg Pwr ........................ 0.111 nW
  Post-route total power ........................ 0.0844 mW
  Sequential fraction of design power ........................ 0

[Timing]
  Max-slew violations ........................ 0
  Worst Tran Pin Value ........................ 99.8 ps
  Minimum clock period after layout ........................ 1380 ps
  Highest Clock Rate ........................ 0.727 GHz
  Setup violation total in the final timing report ........................ 0
  RSZ-0062 raised after global routing ........................ true
  Max transition margin ........................ 0.933
  Final Hold Vio Count ........................ 0
  Final period utilization ........................ 0.983

[Floorplan]
  Core footprint ........................ 3420 sq um
  # IOs ........................ 9
  Die W ........................ 80 microns
  Fp util ........................ 0.0282
  Die area ........................ 6400 sq um
  Std-Cell Rows ........................ 21
  Vertical extent of the die ........................ 80 microns

[Worst hold path]
  Path type of the worst min-delay path ........................ primary input to output port

[Clocking]
  Post-cts hold buffer count ........................ 0

[Detailed routing]
  Routed Antenna Nets ........................ 0
  Mean routed wirelength per cell ........................ 5.74 microns
  Number of DRC violations after detailed routing ........................ 0
  DRT iter0 DRCs ........................ 1
  Total wire length ........................ 396 microns
  1st-pass router iterations ........................ 2
  Antenna diode count ........................ 0
  Avg Vias per Cell ........................ 1.83
  Detailed-route via count ........................ 126

[Outcome]
  Result of the run ........................ completed

[Global route]
  Largest net degree at the start of global routing ........................ 4
  Overall routing resource usage ........................ 0.0113
  Wire length of the first global-routing pass ........................ 579 microns
  Number of antenna violations at the first check in global routing ........................ 0
  Vias in the first global route ........................ 129
  GR Overflow Total ........................ 0

[Flow run]
  Number of max-capacitance violations reported ........................ 0
  Count of warning messages emitted by the tools ........................ 33

----------------------------------------------------
## cell usage after synthesis (all sizes together)
cell type | number | share of area
a21o | 1 | 0.078
a21oi | 3 | 0.19
and3 | 1 | 0.078
ha | 3 | 0.39
inv | 3 | 0.12
nand2b | 1 | 0.065
nand3b | 1 | 0.078
## how the worst min path moves through the flow
stage                 from  to  slack, ps  depth (start not counted)
after CTS             A[2]   L        910                          4
after global routing  A[2]   L        970                          4
final                 A[2]   L        930                          4
## cell families after synthesis
kind of cell,count (synthesis)
simple gates,3
fa+ha+maj,3
compound gates,4
buf+inv,3
## what timing repair did
| action | CTS | global route |
|---|---|---|
| gates resized | 43 | 3 |
| buffers inserted | 1 | 0 |
| cloned | 0 | 0 |
| setup endpoints to repair | 3 | 2 |
| pin swaps | 7 | 2 |
## power by group through the flow
stage	Sequential (mW)	Combinational, mW	Clock [mW]
after CTS	0	0.0848	0
final	0	0.0844	0
after global routing	0	0.0939	0
## final cells by class
type,instances,area [sq um]
fillers,407,3130
multi-input cells,10,141
repair buffers,10,72.6
well taps,46,57.6
inverters,3,13.8
## tightest hold or removal path: stages
cell     delay, ps
buf_2          100
ha_4           140
a21oi_2         30
buf_2          100
## metal layers
layer	part of all wire	vias up	track usage
li1	-	66	-
met1	0.42	52	0.0138
met2	0.30	8	0.0136
met3	0.27	0	0.0125
met4	0	0	0
met5	0	-	0
## metrics by stage
| step | setup TNS, ps | cells | setup slack [ps] | hold slack, ps | utilization |
|---|---|---|---|---|---|
| finish | 0 | 69 | 24.1 | 933 | 0.0835 |
| global route | -19.2 | 69 | -19.2 | 966 | 0.0835 |
| CTS | 0 | 70 | 3.23 | 912 | 0.0832 |
| detailed placement | -2220 | 69 | -870 | 1640 | 0.0736 |
| global placement | -2210 | 69 | -861 | 1630 | 0.0736 |
| floorplan | 0 | 13 | 138 | 737 | - |
No activity file was given, so power comes from the tool's default toggle rates.
